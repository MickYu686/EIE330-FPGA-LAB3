==> design.v <==
module vendingmachine
(
input wire sys_clk , 
input wire sys_rst_n , 
input wire [1:0] i_money , 
output reg o_cola, 
output reg o_change 
);
 parameter IDLE = 4'b0001; 
 parameter ONE = 4'b0010; 
 parameter TWO = 4'b0100; 
 parameter THREE = 4'b1000; 
 reg [3:0] state ;
 always@(posedge sys_clk or negedge sys_rst_n)
 if(sys_rst_n == 1'b0)
	state <= IDLE; 
 else case(state)
 IDLE : if(i_money == 2'b01) 
	state <= ONE;
 else if(i_money == 2'b10) 
	state <= TWO;
 else
	state <= IDLE;
 ONE : if(i_money == 2'b01) 
	state <= TWO;
 else if(i_money == 2'b10)
	state <= THREE;
 else
	state <= ONE;
 TWO : if(i_money == 2'b01)
	state <= THREE;
 else if(i_money == 2'b10)
	state <= IDLE;
 else
	state <= TWO;
 THREE : if(i_money == 2'b01)
	state <= IDLE;
 else if(i_money == 2'b10)
	state <= IDLE;
 else
	state <= THREE;
 default: state <= IDLE;
 endcase
 always@(posedge sys_clk or negedge sys_rst_n)
 if(sys_rst_n == 1'b0)begin
	o_cola <= 1'b0;
	o_change <= 1'b0;
 end
 else if((state == TWO) && (i_money == 2'b10))begin
	o_cola <= 1'b1;
	o_change <= 1'b0;
 end
 else if((state == THREE) && (i_money == 2'b01))begin
	o_cola <= 1'b1;
	o_change <= 1'b0;
 end
 else if((state == THREE) && (i_money == 2'b10))begin
	o_cola <= 1'b1;
	o_change <= 1'b1;
 end
 else begin
	o_cola <= 1'b0;
	o_change <= 1'b0;
 end
 endmodule
==> run.sh <==
#!/bin/bash
# OpenROAD 26Q1-2900-gdf79404cd8, Yosys 0.63+post, stock flow scripts
make -C /OpenROAD-flow-scripts/flow DESIGN_CONFIG=/design/flow/config.mk WORK_HOME=/design/flow/orfs finish
==> config.mk <==
export PLATFORM = sky130hd
export DESIGN_NAME = vendingmachine
export DESIGN_NICKNAME = vendingmachine
export VERILOG_FILES = /design/flow/design.v
export SDC_FILE = /design/flow/constraint.sdc
export NUM_CORES = 4
export LEC_CHECK = 1
export CORE_AREA = 10 10 70 70
export DIE_AREA = 0 0 80 80
==> constraint.sdc <==
current_design vendingmachine

set clk_period 1.8
set clk_io_pct 0.2

create_clock -name clk0 -period $clk_period [get_ports {sys_clk}]

set non_clock_inputs [all_inputs -no_clocks]
set_input_delay [expr $clk_period * $clk_io_pct] -clock clk0 $non_clock_inputs
set_output_delay [expr $clk_period * $clk_io_pct] -clock clk0 [all_outputs]
==> impl_metrics.json <==
{
  "maxCapViolations": 0,
  "fmax_mhz": 652.0,
  "wirelength_um": 463,
  "synth_cell_type_count": 10,
  "postCtsHoldBufs": 0,
  "die_w_um": 80,
  "min_period_ps": 1534,
  "yosysWarningCount": 1,
  "hold-worst-slack_ps": 352.6,
  "peakVddDrop_mv": 0.1766,
  "layout-drive-gt1-share_pct": 16.13,
  "first_iter_violations": 45,
  "leakagePower_nw": 0.1841,
  "powerDensity_mw_per_mm2": 740.0,
  "reg2regPathDepth": 2,
  "setup_slack_ps": 266.2,
  "grt_pass1_wl_um": 848,
  "grt_start_max_net_pins": 7,
  "grt_usage_pct": 1.627,
  "vias": 207,
  "antenna_found_initial": 0,
  "cts_tree": "built",
  "worstSkewPairLatency_ps": 240,
  "ys_seq_share_pct": 60.20,
  "seq_power_share_pct": 47.5,
  "worst_pin_slew_ps": 324.2,
  "tns_ps": 0,
  "synth.area.mux_share_pct": 0,
  "drc": 0,
  "numPortBuffers": 5,
  "yosysCellCount": 22,
  "xor_share_pct": 0,
  "crit_fanout": 4,
  "cts_setup_buffers": 0,
  "die_y_um": 80,
  "syn_area_sq_um": 251.5,
  "synth.area.top_cells": "dfrtp_1 (50%), dfstp_2 (10%), ha_1 (10%)",
  "area_growth_pct": 53.23,
  "critPathKind": "input pin to register",
  "num_antenna_cells": 0,
  "clk_pin_slew_ps": 50,
  "finalCritPeriodShare_pct": 85.21,
  "clock_path_buffers": 2,
  "rows": 21,
  "drt_pre_antenna_iters": 6,
  "pre_cts_slack_ps": 17.85,
  "aoi_share_pct": 13.93,
  "relSlewSlack_pct": 78.39,
  "hp-class": "input pin to async pin",
  "synth_top_area_share_pct": 49.75,
  "viasPerCell": 2.688,
  "power_frac_comb_pct": 6.4,
  "avgSynthCellArea_sq_um": 11.43,
  "drv_slew": 0,
  "reg2reg_to": "state[2]",
  "clock_power_share_pct": 46.2,
  "crit_path_end_kind": "register",
  "setup_viol": 0,
  "gp_congestion": 0.7939,
  "syn-instance-count": 22,
  "tool_warnings": 26,
  "io-pin-count": 6,
  "p_sw_w": 0.00005689,
  "cp.required_ps": 1920,
  "dp_hpwl_um": 360.9,
  "start_kind": "input pin",
  "root_buffer": "clkbuf_4",
  "p_int_w": 0.0002283,
  "floorplan.core_util_pct": 7.363,
  "synth_flops": 6,
  "grt_overflow": 0,
  "status": "finished clean",
  "fp.coreArea_sq_mm": 0.003416,
  "cts-buffers-inserted": 3,
  "post_drt_wl_per_cell_um": 6.013,
  "ant_nets": 0,
  "topCombFamilyByArea": "AND-OR/OR-AND gates",
  "cts.sinks": 6,
  "cts_htree_levels": 1,
  "switching_share_pct": 19.95,
  "netlist.top_cell.by_area": "dfrtp_1",
  "ys_area_sq_um": 251.5,
  "simple_gate_share_pct": 9.950,
  "post_cts_resized": 0,
  "fin_skew_ps": 7.975,
  "final_cell_mix": "clkdlybuf4s50_1 (5), dfrtp_1 (5), inv_1 (4), nand2_1 (4), clkbuf_4 (3)",
  "yosys.area_share.adder_pct": 9.950,
  "chip_area_sq_mm": 0.006400,
  "grt_pass1_vias": 200,
  "rsz0062_at_grt": "false",
  "regToRegSetupSlack_ps": 800,
  "timing.rr.start": "state[2]",
  "arrival_ps": 1660,
  "hold_viol": 0
}
## worst max-delay path: stages
cell and delay [ps]:
clkdlybuf4s50_1 480, inv_1 50, ha_1 330, a222oi_1 370
inv_1 70
## worst max-delay path by stage
stage               from  endpoint  slack (ps)  cells past startpoint
finish        i_money[0]  state[2]         270                      5
global route  i_money[0]  state[2]         190                      5
CTS           i_money[0]  state[2]         280                      5
## synthesized netlist by cell type
cell and count:
nand3_1 1, o21ai_0 1, a222oi_1 2, a22o_2 1, ha_1 2, dfrtp_1 5
dfstp_2 1, inv_1 4, nand2_1 4, nor3_1 1
## stage by stage
step	instance area (sq um)	total power [W]	std cells	util, %
after global routing	385.4	0.0003133	77	11.28
final	385.4	0.0002852	77	11.28
after CTS	385.4	0.0002932	77	11.28
after floorplan	251.5	0.0001449	22	-
after detailed placement	359.1	0.0001555	73	10.51
after global placement	359.1	0.0001557	73	10.51
## kinds of logic (layout without fill, tap and decap cells)
family / after synthesis / count (layout)
AOI/OAI and AO/OA: 4 / 4
adders and majority gates: 2 / 2
buffers and inverters: 4 / 13
DFF: 6 / 6
and+or+nand+nor: 6 / 6
## state kept, by name (all words and copies together), names as in the netlist
signal    count
state         4
o_cola        1
o_change      1
## routing by layer
metal | vias to the layer above | global-route usage, % | part of all wire [%]
met5 | - | 0 | 0
met2 | 19 | 2.006 | 39
met1 | 91 | 2.216 | 38
li1 | 95 | - | -
met3 | 2 | 1.250 | 21
met4 | 0 | 0.1761 | 1.1
## power groups by stage
stage,registers [W],logic (W),clock network (W)
global route,0.000135,0.0000209,0.000157
finish,0.000135,0.0000182,0.000132
CTS,0.000135,0.0000184,0.000140
## layout make-up
type                            instances  area [sq um]
Fill cell                             396          3030
Sequential cell                         6         151.4
Multi-Input combinational cell         12         85.08
Tap cell                               46         57.56
Timing Repair Buffer                    5         50.05
Clock buffer                            4         26.28
Inverter                                4         15.01
Power figures rest on the tool's default switching activity, not on a simulated workload.
